==> design/flow/config.mk <==
export PLATFORM = sky130hd
export DESIGN_NAME = Mux4Machine
export DESIGN_NICKNAME = Mux4Machine
export VERILOG_FILES = /design/flow/design.v
export SDC_FILE = /design/flow/constraint.sdc
export NUM_CORES = 4
export LEC_CHECK = 1
export CORE_AREA = 10 10 92 92
export DIE_AREA = 0 0 102 102
==> design/flow/design.v <==
module ColorCounter(Count,IncCounter,SetZero,clk,reset);  
	output 	[7:0]Count;        
	input	IncCounter;                   
	input	SetZero;					 
	input 	clk, reset;                  
	reg [7:0]  Count, nCount = 8'b00000000;   
	always@(negedge reset)						 
	begin 											 
		Count <= 8'b00000000;                            
		nCount <= 8'b00000000;                           
	end
	always@(SetZero)						 
	begin 											 
		Count <= 8'b00000000;                            
		nCount <= 8'b00000000;                           
	end
	always@(posedge clk)     
	begin                                   
		if(IncCounter)                                 
			begin                                             
				nCount <= Count + 8'b00000001;                   
			end
		Count <= nCount;                               
	end                                     
endmodule
module Mux4Machine(muxd,adrive,Play1,Play2,clk,reset,manReset);
  output [3:0] muxd;  
  output [3:0] adrive;   
  input 	Play1, Play2;
  input     clk, reset, manReset;
  wire [7:0] Numberzz1, Numberzz2;
  reg    [3:0] muxd, adrive;
  parameter NUMSVAR=20;
  reg    [NUMSVAR:1] nS, S;  
  ColorCounter Player2 (Numberzz2,Play2,manReset,clk,reset);
  ColorCounter Player1 (Numberzz1,Play1,manReset,clk,reset);
  always@(posedge clk)
  begin
    if (reset) 
        begin
            S <= 0;
            nS <= 0;
        end
    S <= nS;
    nS <= S + 1;
  end
  always @(S[NUMSVAR:NUMSVAR-1] or Numberzz1 or Numberzz2)
  begin
    case(S[NUMSVAR:NUMSVAR-1])
        2'b11: begin muxd <= Numberzz1[3:0]; adrive=(4'b0111); end
        2'b10: begin muxd <= 4'b0000; adrive=(4'b1011); end
        2'b01: begin muxd <= 4'b0000; adrive=(4'b1101); end
        2'b00: begin muxd <= Numberzz2[3:0]; adrive=(4'b1110); end
        default: begin muxd <= 4'b0000; adrive=4'b1111; end
    endcase
  end
endmodule
==> design/flow/run.sh <==
#!/bin/bash
# OpenROAD 26Q1-2900-gdf79404cd8, Yosys 0.63+post, stock flow scripts
make -C /OpenROAD-flow-scripts/flow DESIGN_CONFIG=/design/flow/config.mk WORK_HOME=/design/flow/orfs finish
==> design/flow/constraint.sdc <==
current_design Mux4Machine

set clk_period 3.7
set clk_io_pct 0.2

create_clock -name clk0 -period $clk_period [get_ports {clk}]

set non_clock_inputs [all_inputs -no_clocks]
set_input_delay [expr $clk_period * $clk_io_pct] -clock clk0 $non_clock_inputs
set_output_delay [expr $clk_period * $clk_io_pct] -clock clk0 [all_outputs]
==> results.py <==
# Auto-generated metrics
metrics = {
    "cts": {
        "clkSinkCount": 40,
        "cts-root-buf": "clkbuf_8",
        "post_cts_buffers": 0,
        "htreeDepth": 2,
        "cts_hold_buf": 0,
        "clkLatencyLatePin_ns": 0.28,
        "cts.path.max_buffers": 2,
        "cts_tree": "done",
        "clk_pin_slew_ns": 0.07,
        "numCtsBuffers": 5,
        "cts-resized-gates": 0,
    },
    "yosys": {
        "ys_sh_mux_pct": 0,
        "netlist_instances": 100,
        "ys_types": 22,
        "syn_area_mm2": 0.00122,
        "top_logic_kind": "simple AND/OR/NAND/NOR gates",
        "area_leaders": "dfxtp_1 (65%), xnor2_1 (7.2%), xor2_1 (5.7%)",
        "edf_count": 0,
        "top_area_cell": "dfxtp_1",
        "synth_top_area_share_pct": 65.4,
        "synth_area_per_cell_um2": 12.2,
        "ys_sh_xor_pct": 12.9,
        "synth-compound-area-share_pct": 0,
        "ys.flops": 40,
        "synth-seq-area-share_pct": 65.4,
        "synthArstFlopShare_pct": 0,
        "simple_gate_share_pct": 17.6,
        "synth.most_common_cell": "dfxtp_1",
        "ys_sh_adder_pct": 1.02,
        "synthTopCellsByCount": "dfxtp_1 (40), xnor2_1 (10), xor2_1 (8)",
        "yosys_warnings": 2,
        "ys_area_mm2": 0.00122,
        "ff_type": "dfxtp_1",
        "yosys_cells": 100,
    },
    "die": {
        "die_h_um": 102,
        "coreArea_mm2": 0.00646,
        "chipWidth_um": 102,
        "io_pins": 13,
        "dieArea_mm2": 0.0104,
        "fp_util_pct": 18.9,
        "rows": 29,
    },
    "routing": {
        "first_pass_iters": 2,
        "first_iter_violations": 29,
        "drc": 0,
        "wirelength_mm": 1.59,
        "vias_per_cell": 3.34,
        "antenna_left": 0,
        "vias": 624,
        "post_drt_wl_per_cell_um": 8.51,
        "antenna_cells": 0,
    },
    "timing": {
        "setup_viol": 0,
        "fin_crit_ns": 2.09,
        "fmax_mhz": 478,
        "skew_ns": 0.00354,
        "slew_violations": 0,
        "rsz0062_at_grt": "no",
        "hold_viol": 0,
        "period_used_pct": 56.6,
        "tns_ns": 0,
    },
    "final_layout": {
        "drive_above_1_share_pct": 12.7,
        "area_growth_pct": 17.5,
        "instances_no_fill": 187,
    },
    "grt": {
        "first_global_vias": 606,
        "track_usage_pct": 3.32,
        "antenna_found_initial": 0,
        "grt_max_degree": 12,
        "grt_first_pass_wirelength_mm": 2.80,
        "gr-total-overflow": 0,
    },
    "status": {
        "status": "completed",
    },
    "pwr": {
        "ir_drop_mv": 0.274,
        "power_density_mw_per_mm2": 505,
        "p_leak_nw": 0.547,
    },
    "placed_design": {
        "hpwl_mm": 1.06,
        "io_buffer_count": 4,
        "place.gp.congestion": 0.730,
        "dp.cells": 180,
    },
    "setup_path": {
        "r2r_cells": 5,
        "critPathLaunchType": "flip-flop",
        "crit_arrival_ns": 1.35,
        "critPathRequiredTime_ns": 2.96,
        "critPathCaptureType": "output port",
        "critPathMaxFanout": 6,
        "path_class": "flip-flop to output port",
    },
    "flow_run": {
        "cap_violations": 0,
        "warnings": 29,
    },
    "worst_hold_path": {
        "min_path_cells": 0,
        "hp-class": "flip-flop to flip-flop",
    },
}
==> metrics by stage <==
stage | hold slack, ns | total power [mW] | area (µm²) | setup slack, ns | utilization (%)
after floorplan | 0.310 | 0.443 | 1230 | 2.22 | -
after global placement | 0.310 | 0.441 | 1340 | 1.91 | 20.8
after detailed placement | 0.312 | 0.441 | 1340 | 1.90 | 20.8
after CTS | 0.326 | 0.738 | 1440 | 1.59 | 22.3
after global routing | 0.333 | 0.756 | 1440 | 1.56 | 22.3
final | 0.326 | 0.727 | 1440 | 1.61 | 22.3
==> state kept, by name, indices dropped and copies added, names as in the netlist <==
register and flops:
nS 20, S 20
==> metal layers <==
layer	global-route usage, %	wire (µm)	part of all wire, %	vias to the layer above
met3	1.64	88	5.5	0
met5	0	0	0	-
li1	-	-	-	339
met2	4.44	652	41	8
met4	0.542	0	0	0
met1	4.77	851	53	277
==> worst max-delay path: stages (launching register included) <==
cell and delay [ns]:
dfxtp_1 0.36, or2_2 0.30, clkdlybuf4s50_1 0.41
==> placed cells by master (no fill, tap or decap) <==
cell type and count:
dfxtp_1 40, xnor2_1 10, xor2_1 8, nand2_1 7, clkbuf_8 7, nand3_1 5, conb_1 4, clkdlybuf4s50_1 4
nor2_1 3, nand4_1 3, and3_1 3, and4_1 2, nand3_2 2, nor3_2 2, nand2b_1 2, inv_1 1
or4_4 1, nor4b_1 1, nor3_1 1, and2_1 1, and3_2 1, or2_2 1, ha_1 1
==> report_power, final <==
part | switching [mW] | leakage, nW | internal [mW] | total (mW)
logic | 0.000214 | 0.174 | 0 | 0.000215
clock network | 0.130 | 0.0503 | 0.166 | 0.296
registers | 0 | 0.322 | 0.430 | 0.430
total | 0.130 | 0.547 | 0.596 | 0.727
==> cells by family after synthesis <==
logic type               Yosys count
adder cells (fa/ha/maj)            1
AND/OR/NAND/NOR                   35
other                              1
buffers and inverters              5
flip-flops                        40
XOR/XNOR                          18
==> final timing paths <==
path	startpoint	end	slack (ns)
setup / recovery	S[19]$_DFF_P_	adrive[0]	1.61
hold / removal	nS[11]$_DFF_P_	S[11]$_DFF_P_	0.33
setup reg to reg	S[1]$_DFF_P_	nS[17]$_DFF_P_	1.95
hold reg to reg	nS[11]$_DFF_P_	S[11]$_DFF_P_	0.33
==> area by class of cell <==
type / instances / area [µm²]
multi-input cells: 58 / 400
repair buffers: 4 / 40.0
inverters: 1 / 3.75
clock buffers: 7 / 96.3
flip-flops and latches: 40 / 801
well taps: 77 / 96.3
fillers: 686 / 5020
Power figures rest on the tool's default switching activity, not on a simulated workload.
