==> /design/flow/design.v <==
module theOutput(bout, bdone, qmode, startcoding, clk, reset);
  output  bout, bdone;   
  input   [1:0] qmode;   
  input   startcoding;   
  input   clk, reset;    
  reg     bout;          
  reg     [6:0] bcount;  
  always @(posedge clk)
  begin
    if(reset || startcoding)
      bcount <= 0;
    else
      bcount <= bcount+1; 
   end
  always @(qmode or bcount)  
  begin
    case(qmode)         
      2'b00:  bout = (bcount < 36) ? 1 : 0 ;  
      2'b01:  bout = (bcount < 92) ? 1 : 0 ;  
      2'b10:  bout = 0;  
      2'b11:  bout = 1;  
      default: bout = 0;
    endcase
  end
  assign bdone = (bcount == 127);   
endmodule
==> /design/flow/run.sh <==
#!/bin/bash
# OpenROAD 26Q1-2900-gdf79404cd8, Yosys 0.63+post, stock flow scripts
make -C /OpenROAD-flow-scripts/flow DESIGN_CONFIG=/design/flow/config.mk WORK_HOME=/design/flow/orfs finish
==> /design/flow/config.mk <==
export PLATFORM = sky130hd
export DESIGN_NAME = theOutput
export DESIGN_NICKNAME = theOutput
export VERILOG_FILES = /design/flow/design.v
export SDC_FILE = /design/flow/constraint.sdc
export NUM_CORES = 4
export LEC_CHECK = 1
export CORE_AREA = 10 10 70 70
export DIE_AREA = 0 0 80 80
==> /design/flow/constraint.sdc <==
current_design theOutput

set clk_period 2.1
set clk_io_pct 0.2

create_clock -name clk0 -period $clk_period [get_ports {clk}]

set non_clock_inputs [all_inputs -no_clocks]
set_input_delay [expr $clk_period * $clk_io_pct] -clock clk0 $non_clock_inputs
set_output_delay [expr $clk_period * $clk_io_pct] -clock clk0 [all_outputs]
==> results.ini <==
[timing]
whs_ps=443
finalHoldViolations=0
post-route-period-util=0.980
fin_tns_setup_ps=0
setup_viol=0
max_slew_margin=0.755
drv_slew=0
rsz0062_at_grt=true
fmax_mhz=486
tightest_slew_ps=368
period_minus_slack_ps=2060
clock_skew_ps=8.77

[grt]
grt_pass1_vias=269
grt_max_degree=7
grt.total_usage=0.0242
gr-total-overflow=0
antenna_found_initial=0
grt_pass1_wl_um=1190

[logic_synthesis]
ys_cells=38
synth-area-yosys_um2=324
yosys-top-cells-area=dfxtp_1, nor2_1, xor2_1, ha_1, nand2_1
ys_seq_frac=0.432
edf_count=0
syn_inst=38
yosysTopAreaCell=dfxtp_1
yosysUniqueCellTypes=21
numSynthFlops=7
syn_avg_cell_area_um2=8.53
ys_async_sr_fraction=0
synth_top_area_share=0.432
ys.flop_type=dfxtp_1
netlist_area_um2=324
synth_warnings=1

[drt]
vias_per_cell=3.12
drtIter0Drc=16
diodes=0
wl_per_cell_um=7.56
drc=0
first_pass_iters=4
route.antenna.remaining_nets=0
vias=293
routed_wl_um=711

[hold_path]
hp-class=flip-flop to flip-flop
worstHoldPathCells=1
hold_path_end=bcount[0]
min-delay-start=bcount[0]

[worst_setup_path]
path_common_cell=clkdlybuf4s50_1
r2r_setup_slack_ps=970
path_class=input pin to output port
crit_chain=clkdlybuf4s50_1 -> a21oi_1 -> o211ai_1 -> clkdlybuf4s50_1
cp.arrival_ps=1640
r2r-end=bcount[5]
cp-end-kind=output port
critPathSlowestCell=clkdlybuf4s50_1
ff2ff_path_depth=3
reg2reg_from=bcount[2]
worstSetupStartpointType=input pin
cp.required_ps=1680
max_stage_delay_ps=510
crit_fanout=3

[final_layout]
largest_register_ff_count=7
fill_cells=389
syn_to_final_growth_pct=51.0
top_register=bcount
comb_area_um2=190
drive_gt1_frac=0.188
seq_area_um2=145
top_regs=bcount x7

[cts]
cts_buffers=3
tritoncts=built
clock_sinks=7
htree_num_levels=1
cts_root_buffer=clkbuf_4
clock_path_buffers=2
path_clk_slew_ps=50
clock_latency_ps=250

[floorplanning]
core-area_um2=3420
boundaryPins=7
fp.dieW_um=80
die_y_um=80
fp-row-count=21
dieArea_um2=6400
fp_util=0.0949

[power_and_ir_drop]
power_density_nw_per_um2=566
vdd_drop_max_uv=234
p_leak_nw=0.162

[place]
port-buffer-count=6
dp_hpwl_um=533
gp_congestion=0.728

[run]
maxCapViolations=0
warning_count=27

[status]
status=complete, no violations

area by class of cell:
type	instances	area share
Sequential cell	7	0.297
Inverter	1	0.00767
Clock buffer	4	0.0537
Tap cell	46	0.118
Timing Repair Buffer	7	0.136
Multi-Input combinational cell	29	0.389
where the power goes:
| group | leakage [nW] | internal (mW) | total [mW] | switching (mW) |
|---|---|---|---|---|
| combinational | 0.0891 | 0.0106 | 0.0179 | 0.00737 |
| sequential | 0.0578 | 0.135 | 0.137 | 0.00246 |
| clock | 0.0150 | 0.0725 | 0.122 | 0.0495 |
| total | 0.162 | 0.218 | 0.277 | 0.0593 |
metrics by stage:
stage	cell area [um^2]	power, mW	setup slack (ps)	util	cells
finish	489	0.277	42.0	0.143	94
global route	489	0.295	-22.6	0.143	94
CTS	467	0.278	-6.04	0.137	93
detailed placement	438	0.156	-30.8	0.128	89
global placement	438	0.156	-31.4	0.128	89
floorplan	324	0.146	753	-	38
critical path, delay by kind of cell:
family / cells / cell delay, ps
buf+inv: 2 / 1000
compound gates: 2 / 220
how the worst max path moves through the flow:
stage       end  slack (ps)  startpoint
4_1_cts   bdone          -6   bcount[1]
5_1_grt   bdone         -20   bcount[2]
6_report   bout          40    qmode[0]
logic make-up after synthesis:
group                    count (synthesis)  synth area share
AND/OR/NAND/NOR                         19             0.313
flip-flops                               7             0.432
AND-OR/OR-AND                            6             0.112
XOR/XNOR                                 3            0.0811
buffers and inverters                    2            0.0231
adder cells (fa/ha/maj)                  1            0.0386
Yosys cell counts, types with 2 or more instances:
cell type / count
a21oi_1: 2
dfxtp_1: 7
nand2_1: 3
nand3_1: 2
nor2_1: 6
o21ai_0: 2
xor2_1: 2
cells in the final DEF, fill, tap and decap left out, types with 2 or more instances in the layout:
cell type,count
xor2_1,2
nor2_1,6
nand2_1,3
clkbuf_4,3
a21oi_1,2
clkdlybuf4s50_1,5
dfxtp_1,5
nand3_1,2
per-layer routing:
metal	wire length, um	vias to the layer above	global-route usage
met3	121	0	0.0250
met2	223	14	0.0225
met5	0	-	0
li1	-	153	-
met1	365	126	0.0350
met4	0	0	0.00352
timing repair:
action                     in CTS  in global routing
gates resized                   4                  4
hold endpoints to repair        0                  0
setup endpoints to repair       2                  1
hold buffers                    0                  0
setup buffers                   0                  1
pin swaps                       1                  1
Power is estimated from default activity; no workload was simulated.
