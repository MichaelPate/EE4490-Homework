==> /design/flow/design.v <==
module theGame(qmode,Done,LoadGRBPattern,ShiftPattern,StartCoding,
          ClrCounter,IncCounter,ShipGRB,theBit,bdone,Count,NumLEDs,clk,reset,allDone);
	output	[1:0]	qmode;
	output	allDone, Done, LoadGRBPattern, ShiftPattern, StartCoding, ClrCounter, IncCounter;
	input	ShipGRB, theBit, bdone;
	input   [7:0]	Count;
	input   [3:1] NumLEDs;
	input		clk, reset;
  reg	     	S, nS;
	parameter	SSHIPRET=1'b0, SSHIPGRB=1'b1;
  reg      [7:0]   COMPAREVAL;
  reg      [14:0]  rCount;   
	always @(posedge clk)
		if(reset)
			S <= SSHIPRET;
		else
			S <= nS;
	always @(S, ShipGRB, bdone, Count)
		case(S)
			SSHIPRET:  nS = ShipGRB ? SSHIPGRB : SSHIPRET;
			SSHIPGRB:  nS = (bdone && (Count==COMPAREVAL)) ? SSHIPRET : SSHIPGRB;
			default:   nS = SSHIPRET;
		endcase
	assign LoadGRBPattern = (S==SSHIPRET)&&ShipGRB;
	assign ClrCounter     = (S==SSHIPRET)&&ShipGRB;
	assign StartCoding    = (S==SSHIPRET)&&ShipGRB;
	assign ShiftPattern   = (S==SSHIPGRB)&&bdone;
	assign IncCounter     = (S==SSHIPGRB)&&bdone;
	assign qmode          = (S==SSHIPRET) ? 2'b10 : {1'b0,theBit};
	assign Done           = (S==SSHIPGRB)&&bdone&&(Count==COMPAREVAL);
	assign allDone        = (S==SSHIPRET)&&(rCount==15'd28100);  
  always @(NumLEDs)
    case(NumLEDs)   
      3'b001:  COMPAREVAL = 23;   
      3'b010:  COMPAREVAL = 47;   
      3'b011:  COMPAREVAL = 71;   
			3'b100:  COMPAREVAL = 95;   
      3'b101:  COMPAREVAL = 119;  
      default: COMPAREVAL = 23;   
    endcase
  always @(posedge clk)
  begin
    if(reset || Done)   
      rCount <= 0;
    else if (S==SSHIPRET)
      rCount <= rCount+1; 
    else rCount <= rCount;
  end
endmodule
==> /design/flow/run.sh <==
#!/bin/bash
# OpenROAD 26Q1-2900-gdf79404cd8, Yosys 0.63+post, stock flow scripts
make -C /OpenROAD-flow-scripts/flow DESIGN_CONFIG=/design/flow/config.mk WORK_HOME=/design/flow/orfs finish
==> /design/flow/config.mk <==
export PLATFORM = sky130hd
export DESIGN_NAME = theGame
export DESIGN_NICKNAME = theGame
export VERILOG_FILES = /design/flow/design.v
export SDC_FILE = /design/flow/constraint.sdc
export NUM_CORES = 4
export LEC_CHECK = 1
export CORE_AREA = 10 10 86 86
export DIE_AREA = 0 0 96 96
==> /design/flow/constraint.sdc <==
current_design theGame

set clk_period 3.6
set clk_io_pct 0.2

create_clock -name clk0 -period $clk_period [get_ports {clk}]

set non_clock_inputs [all_inputs -no_clocks]
set_input_delay [expr $clk_period * $clk_io_pct] -clock clk0 $non_clock_inputs
set_output_delay [expr $clk_period * $clk_io_pct] -clock clk0 [all_outputs]
==> run notes <==
* outcome: complete, no violations
* Root Buffer Master: sky130_fd_sc_hd__clkbuf_8
* cell count listed in synth_stat.txt: 119
* detailed route wirelength on metal2: 1.14 mm
* worst-margin pin slew: 0.560 ns
* final period utilization: 94.7%
* Unique masters post-synth: 40
* number of warnings the tools reported: 26
* CTS tree: built
* worst IR drop on VDD: 127 uV
* final antenna-violating net count: 0
* syn avg cell area: 8.71 um^2
* largest area contributor in the synthesized netlist: sky130_fd_sc_hd__dfxtp_1
* Critical Path Max Stage Delay: 0.58 ns
* total of hold buffers inserted after clock tree synthesis: 0
* Synth warnings: 1
* WL final: 2.42 mm
* post-cts resize count: 0
* Bufs on Longest Clock Path: 2
* number of primary I/O pins: 25
* total vias in the final route: 902
* final total negative setup slack: 0 ns
* CP Capture Type: primary output
* final worst clock skew: 0.00209 ns
* arrival time at the worst endpoint: 2.69 ns
* die footprint: 9220 um^2
* tally of filler cells in the layout: 610
* share of cells above drive strength 1: 9.15%
* sum of overflow across all layers after global routing: 0
* post-CTS setup buffers: 0
* CTS Buf Count: 3
* clock latency of the later-clocked register in the worst-skew pair: 0.25 ns
* Clock Pin Slew Worst Setup and Hold Paths: 0.06 ns
* shortest period the worst path allows: 3.41 ns
* hpwl dp: 1.79 mm
* total inserted antenna cells: 0
* buffers added on ports: 24
* total power density per cell area: 350 nW/um^2
* Critical Setup Path Class: primary input to primary output
* iteration count of the initial detailed-routing pass: 4
* final tally of hold violations: 0
* post-synthesis register bit count: 16
* relative slew slack: 62.7%
* Die X-Extent: 96 um
* library cell contributing the largest single delay on the critical path: sky130_fd_sc_hd__clkdlybuf4s50_1
* Worst path most repeated cell: sky130_fd_sc_hd__clkdlybuf4s50_1
* Syn Std Cell Area: 1040 um^2
* tally of max-capacitance violations: 0
* top sig layer: met4
* CP required: 2.88 ns
* Worst Setup Start Kind: primary input
* total core area: 5540 um^2
* CTS H-Tree Depth: 1
* global-route wire length before repair: 4.26 mm
* Yosys chip area: 1040 um^2
* proportion of netlist area held by the largest area contributor: 30.9%
* maximum frequency from static timing analysis: 0.293 GHz
* wire length on met1: 1.13 mm
* vertical die dimension: 96 um
* via count of the first global-routing pass: 900
* Routed wire per std cell: 11.3 um
* sequential element share of the synthesized area: 30.9%
* Area Overhead vs Synth: 33.1%
* cell types with the largest area share after synthesis: sky130_fd_sc_hd__dfxtp_1, sky130_fd_sc_hd__xnor2_1, sky130_fd_sc_hd__a21oi_1, sky130_fd_sc_hd__buf_4, sky130_fd_sc_hd__inv_1
* Initial Util: 18.7%
* final weighted congestion in routability-driven placement: 0.783
* gate count after technology mapping: 119
* Hold/Removal Path Class: flip-flop to flip-flop
* largest net degree at the start of global routing: 17
* most frequently placed logic cell in the final layout: sky130_fd_sc_hd__clkdlybuf4s50_1
* most common logic cells in the final layout: sky130_fd_sc_hd__clkdlybuf4s50_1, sky130_fd_sc_hd__dfxtp_1, sky130_fd_sc_hd__a21oi_1, sky130_fd_sc_hd__xnor2_1, sky130_fd_sc_hd__inv_1
* combined buffer and inverter count along the critical path: 2
* cell-by-cell listing of the critical path: clkdlybuf4s50_1 -> and2b_2 -> xnor2_1 -> or3_1 -> a211oi_1 -> clkdlybuf4s50_1
* antenna violations before repair: 0
* DRC violations left: 0
* kind of cell adding the most delay to the critical path: buffers and inverters
* # rows: 27
* Sink Count: 16
* detail-routed via count per cell: 4.21
* Detailed Route Iter0 Violations: 59
* Detail Route met3 WL: 124 um
* Worst Hold Slack: 0.478 ns
* Slew Viols, Final: 0
* leakage component of the power: 0.446 nW
* Final Setup Violations: 0
* RSZ-0062 raised after global routing: false
* global router's overall resource usage: 5.61%
* Critical Path Fanout Max: 8
## power by group
| part | internal [mW] | switching, mW | leakage (nW) |
|---|---|---|---|
| clock | 0.0969 | 0.0601 | 0.0288 |
| sequential | 0.194 | 0.0229 | 0.130 |
| combinational | 0.0628 | 0.0461 | 0.287 |
## logic make-up (layout without fill, tap and decap cells)
family | Yosys count | in the layout | synth area share (%)
buf+inv | 14 | 37 | 7.73
fa+ha+maj | 2 | 2 | 2.42
simple gates | 49 | 49 | 30.3
compound gates | 23 | 23 | 15.8
xor+xnor | 14 | 14 | 11.8
mux | 1 | 1 | 0.966
flops | 16 | 16 | 30.9
## stage by stage
stage | std cells | util [%] | total power, mW | setup WS, ns | area (um^2)
2_1_floorplan | 119 | - | 0.288 | 1.41 | 1040
3_3_place_gp | 210 | 23.9 | 0.329 | 0.194 | 1320
3_5_place_dp | 210 | 23.9 | 0.331 | 0.182 | 1320
4_1_cts | 214 | 24.9 | 0.490 | 0.182 | 1380
5_1_grt | 214 | 24.9 | 0.515 | 0.0980 | 1380
6_report | 214 | 24.9 | 0.483 | 0.191 | 1380
## cell type report
cell class / count / area, um^2 / share of cell area [%]
Multi-Input combinational cell: 89 / 636 / 46.1
Sequential cell: 16 / 320 / 23.2
Inverter: 8 / 30.0 / 2.18
Timing Repair Buffer: 25 / 248 / 18.0
Clock buffer: 4 / 55.1 / 3.99
Tap cell: 72 / 90.1 / 6.53
## worst min-delay path, delay by kind of cell (launching register included)
kind            cells  cell delay (ns)
compound gates      2             0.11
flops               1             0.32
## state kept, by name, summed over array words and instances (netlist names)
name	cells
S	1
rCount	15
## layer usage
layer / vias to the layer above / track usage, %
li1: 470 / -
met1: 421 / 7.06
met2: 9 / 9.36
met3: 2 / 1.97
met4: 0 / 0.614
met5: - / 0
## Yosys cell counts
| master | number |
|---|---|
| sky130_fd_sc_hd__nand3_1 | 4 |
| sky130_fd_sc_hd__nand4bb_1 | 1 |
| sky130_fd_sc_hd__nand2_1 | 4 |
| sky130_fd_sc_hd__nand4_2 | 1 |
| sky130_fd_sc_hd__a211oi_1 | 1 |
| sky130_fd_sc_hd__or3_4 | 1 |
| sky130_fd_sc_hd__nor3b_1 | 1 |
| sky130_fd_sc_hd__o21ai_0 | 1 |
| sky130_fd_sc_hd__a32oi_4 | 1 |
| sky130_fd_sc_hd__a21oi_1 | 15 |
| sky130_fd_sc_hd__buf_4 | 4 |
| sky130_fd_sc_hd__o31ai_2 | 1 |
| sky130_fd_sc_hd__and4b_1 | 1 |
| sky130_fd_sc_hd__nand4_1 | 3 |
| sky130_fd_sc_hd__nor2b_1 | 4 |
| sky130_fd_sc_hd__a22oi_1 | 1 |
| sky130_fd_sc_hd__nand3b_1 | 3 |
| sky130_fd_sc_hd__nor3_1 | 5 |
| sky130_fd_sc_hd__mux2i_1 | 1 |
| sky130_fd_sc_hd__a211oi_2 | 1 |
| sky130_fd_sc_hd__inv_1 | 8 |
| sky130_fd_sc_hd__nand4b_1 | 2 |
| sky130_fd_sc_hd__and2_2 | 1 |
| sky130_fd_sc_hd__o41ai_1 | 1 |
| sky130_fd_sc_hd__or2_0 | 1 |
| sky130_fd_sc_hd__nor4_1 | 4 |
| sky130_fd_sc_hd__or3_1 | 1 |
| sky130_fd_sc_hd__xnor2_1 | 11 |
| sky130_fd_sc_hd__and4_1 | 1 |
| sky130_fd_sc_hd__xor2_1 | 3 |
| sky130_fd_sc_hd__buf_8 | 1 |
| sky130_fd_sc_hd__and2_1 | 1 |
| sky130_fd_sc_hd__buf_2 | 1 |
| sky130_fd_sc_hd__dfxtp_1 | 16 |
| sky130_fd_sc_hd__o21bai_1 | 1 |
| sky130_fd_sc_hd__and2b_2 | 2 |
| sky130_fd_sc_hd__ha_1 | 2 |
| sky130_fd_sc_hd__and3b_1 | 1 |
| sky130_fd_sc_hd__nor2_1 | 6 |
| sky130_fd_sc_hd__or3b_1 | 1 |
## path summary, 6_finish.rpt
| check | start | to | slack, ns | cells after the start |
|---|---|---|---|---|
| hold reg to reg | rCount[14]$_SDFFE_PP0N_ | rCount[14]$_SDFFE_PP0N_ | 0.48 | 2 |
| hold / removal | rCount[14]$_SDFFE_PP0N_ | rCount[14]$_SDFFE_PP0N_ | 0.48 | 2 |
| setup / recovery | NumLEDs[3] | Done | 0.19 | 6 |
| setup reg to reg | S$_SDFF_PP0_ | rCount[14]$_SDFFE_PP0N_ | 1.92 | 5 |
Power and IR drop assume default switching activity.
